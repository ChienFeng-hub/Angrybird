==> flow/design.v <==
module Type(
    input [2-1:0] din,
    output reg [2-1:0] dout,
    input clk,
    input rst,
    input [4-1:0] nth,
    input ren,
    input wen
    );
    reg [2-1:0] type[0:11-1]; 
    always@(posedge clk) begin
        if(rst) begin
            type[0] <= 2'd0;  
            type[1] <= 2'd1;  
            type[2] <= 2'd2;  
            type[3] <= 2'd1;
            type[4] <= 2'd1;
            type[5] <= 2'd1;
            type[6] <= 2'd1;
            type[7] <= 2'd1;
            type[8] <= 2'd1;
            type[9] <= 2'd1;
            type[10] <= 2'd1;
        end
        else begin
            if (wen && ren == 1'b0) begin
                type[nth] <= din;
            end
            else begin
                type[nth] <= type[nth];
            end
        end
    end
    always @ ( * ) begin
      if (wen) begin
        dout = 2'd0;
      end
      else begin
        if (ren) begin
          dout = type[nth];
        end
        else begin
          dout = 2'd0;
        end
      end
    end
endmodule
module Alive(
    input din,
    output reg dout,
    input clk,
    input rst,
    input [3:0] nth,
    input ren,
    input wen
    );
    reg [0:11-1] alive; 
    always@(posedge clk) begin
        if(rst) begin
            alive[0] <= 1'b1;
            alive[1] <= 1'b1;
            alive[2] <= 1'b1;
            alive[3] <= 1'b1;
            alive[4] <= 1'b1;
            alive[5] <= 1'b1;
            alive[6] <= 1'b1;
            alive[7] <= 1'b1;
            alive[8] <= 1'b1;
            alive[9] <= 1'b1;
            alive[10] <= 1'b1;
        end
        else begin
            if (wen && ren == 1'b0) begin
                alive[nth] <= din;
            end else begin
                alive[nth] <= alive[nth];
            end
        end
    end
    always @ ( * ) begin
      if (wen) begin
        dout <= 1'b0;
      end else begin
        if (ren) begin
          dout = alive[nth];
        end else begin
          dout = 1'b0;
        end
      end
    end
endmodule
module Position(
    input signed [18:0] pos_x_in,
    input signed [18:0] pos_y_in,
    output reg signed [18:0] pos_x_out,
    output reg signed [18:0] pos_y_out,
    input clk,
    input rst,
    input [3:0] nth,
    input ren,
    input wen
    );
    reg signed [18:0] posX[0:11-1];
    reg signed [18:0] posY[0:11-1];
    always@(posedge clk) begin
        if(rst) begin
            posX[0] <= {1'b0,10'd320,8'b0}; posY[0] <= {1'b0,10'd440,8'b0}; 
            posX[1] <= {1'b0,10'd130,8'b0}; posY[1] <= {1'b0,10'd310,8'b0};
            posX[2] <= {1'b0,10'd450,8'b0}; posY[2] <= {1'b0,10'd390,8'b0};
            posX[3] <= {1'b0,10'd380,8'b0}; posY[3] <= {1'b0,10'd368,8'b0};
            posX[4] <= {1'b0,10'd420,8'b0}; posY[4] <= {1'b0,10'd368,8'b0};
            posX[5] <= {1'b0,10'd480,8'b0}; posY[5] <= {1'b0,10'd368,8'b0};
            posX[6] <= {1'b0,10'd450,8'b0}; posY[6] <= {1'b0,10'd332,8'b0}; 
            posX[7] <= {1'b0,10'd435,8'b0}; posY[7] <= {1'b0,10'd296,8'b0};
            posX[8] <= {1'b0,10'd465,8'b0}; posY[8] <= {1'b0,10'd296,8'b0};
            posX[9] <= {1'b0,10'd450,8'b0}; posY[9] <= {1'b0,10'd260,8'b0}; 
            posX[10] <= {1'b0,10'd0,8'b0}; posY[10] <= {1'b0,10'd0,8'b0};
        end
        else begin
            if (wen && ren == 1'b0) begin
                posX[nth] <= pos_x_in;
                posY[nth] <= pos_y_in;
            end
            else begin
                posX[nth] <= posX[nth];
                posY[nth] <= posY[nth];
            end
        end
    end
    always @ ( * ) begin
      if (wen) begin
        pos_x_out = {1'b0,10'd0,8'b0};
        pos_y_out = {1'b0,10'd0,8'b0};
      end else begin
        if (ren) begin
          pos_x_out = posX[nth];
          pos_y_out = posY[nth];
        end else begin
          pos_x_out = {1'b0,10'd0,8'b0};
          pos_y_out = {1'b0,10'd0,8'b0};
        end
      end
    end
endmodule
module Radian(
    input signed [10-1:0] din,
    output reg signed [10-1:0] dout,
    input clk,
    input rst,
    input [4-1:0] nth,
    input ren,
    input wen
    );
    reg signed [10-1:0] rad[0:11-1];
    always@(posedge clk) begin
        if(rst) begin
            rad[0] <= {1'b0,2'b00,7'b000_0000};
            rad[1] <= {1'b0,2'b00,7'b000_0000};
            rad[2] <= {1'b0,2'b00,7'b000_0000};
            rad[3] <= {1'b0,2'b00,7'b000_0000};
            rad[4] <= {1'b0,2'b00,7'b000_0000};
            rad[5] <= {1'b0,2'b00,7'b000_0000};
            rad[6] <= {1'b0,2'b00,7'b000_0000};
            rad[7] <= {1'b0,2'b00,7'b000_0000};
            rad[8] <= {1'b0,2'b00,7'b000_0000};
            rad[9] <= {1'b0,2'b00,7'b000_0000};
            rad[10] <= {1'b0,2'b00,7'b000_0000};
        end
        else begin
            if (wen && ren == 1'b0) begin
                rad[nth] <= din;
            end
            else begin
                rad[nth] <= rad[nth];
            end
        end
    end
    always @ ( * ) begin
      if (wen) begin
        dout = {1'b0,2'b00,7'b000_0000};
      end else begin
        if (ren) begin
          dout = rad[nth];
        end else begin
          dout = {1'b0,2'b00,7'b000_0000};
        end
      end
    end
endmodule
module Vertices(
    input signed [18:0] pos_x_in,
    input signed [18:0] pos_y_in,
    output reg signed [18:0] pos_x_out,
    output reg signed [18:0] pos_y_out,
    input clk,
    input [3:0] nth,
    input [1:0] i,
    input ren,
    input wen
    );
    reg signed [18:0] posX[0:4*11-1];
    reg signed [18:0] posY[0:4*11-1];
    always@(posedge clk) begin
        if (wen && ren == 1'b0) begin
            posX[4*nth + i] <= pos_x_in;
            posY[4*nth + i] <= pos_y_in;
        end
        else begin
            posX[4*nth + i] <= posX[4*nth + i];
            posY[4*nth + i] <= posY[4*nth + i];
        end
    end
    always @ ( * ) begin
      if (wen) begin
        pos_x_out = {1'b0,10'd0,8'b0};
        pos_y_out = {1'b0,10'd0,8'b0};
      end else begin
        if (ren) begin
          pos_x_out = posX[4*nth + i];
          pos_y_out = posY[4*nth + i];
        end else begin
          pos_x_out = {1'b0,10'd0,8'b0};
          pos_y_out = {1'b0,10'd0,8'b0};
        end
      end
    end
endmodule
==> flow/run.sh <==
#!/bin/bash
# OpenROAD 26Q1-2900-gdf79404cd8, Yosys 0.63+post, stock flow scripts
make -C /OpenROAD-flow-scripts/flow DESIGN_CONFIG=/design/flow/config.mk WORK_HOME=/design/flow/orfs finish
==> flow/config.mk <==
export PLATFORM = sky130hd
export DESIGN_NAME = Vertices
export DESIGN_NICKNAME = Vertices
export VERILOG_FILES = /design/flow/design.v
export SDC_FILE = /design/flow/constraint.sdc
export NUM_CORES = 4
export LEC_CHECK = 1
export CORE_UTILIZATION = 40
==> flow/constraint.sdc <==
current_design Vertices

set clk_period 40.8
set clk_io_pct 0.2

create_clock -name clk0 -period $clk_period [get_ports {clk}]

set non_clock_inputs [all_inputs -no_clocks]
set_input_delay [expr $clk_period * $clk_io_pct] -clock clk0 $non_clock_inputs
set_output_delay [expr $clk_period * $clk_io_pct] -clock clk0 [all_outputs]
==> reports/metrics.yaml <==
worst-setup-path-type: "in2out"
hp-start: "posX[36][10]"
synth_area_mm2: 0.06705
largest_area_cell: "edfxtp_1"
ys_seq_share_pct: 74.88
area_leaders: "edfxtp_1 (75%), mux2i_1 (4.0%), mux4_2 (3.0%)"
cts_htree_levels: 4
ys_ff: 1672
tightestPinTransition_ps: 1050
p_leak_nw: 23.87
cts_resized: 0
final_common_cell: "edfxtp_1"
crit_arrival_ps: 13060
ioPinCount: 85
synth_chip_area_mm2: 0.06705
post-route-period-util_pct: 52.01
r2r-start: "posY[8][14]"
grtUsageMet3_pct: 16.85
vias_per_cell: 5.927
routedWlPerCell_um: 30.21
grt_pass1_vias: 38750
tns_ps: 0
reg2reg_to: "posY[12][14]"
die_x_um: 411.4
path_clk_slew_ps: 60
top_usage_layer: "met2"
ys_async_sr_fraction_pct: 0
insertion_delay_ps: 810
ant_nets: 0
grt_util_all_layers_pct: 24.51
warning_count: 29
drtIter0Drc: 2497
core_mm2: 0.1657
min_path_type: "reg2reg"
rows: 149
hold_path_end: "posX[32][10]"
reg2regPathDepth: 7
avgSynthCellArea_um2: 17.40
dp_cells: 6008
final_cell_count_no_fill: 6297
fillers: 13710
met2_usage_pct: 35.10
power_density_mw_per_mm2: 47.97
cp-end-kind: "output pin"
finalWorstSetupSlack_ps: 19580
drv_cap: 0
grt_max_degree: 104
hold_violations: 0
drt-total-wl_um: 190200
antenna_found_initial: 2
die-height_um: 411.4
synth-edff-count: 1672
dr_total_vias: 37320
worstHoldPathCells: 3
crit_path_start_kind: "primary input"
cts_buffer_depth: 3
drive_above_1_share_pct: 18.58
clock-skew-final_ps: 24.36
hpwl_um: 106600
synth_cell_types: 72
total_power_mw: 3.651
syn2layout_area_growth_pct: 13.52
yosysWarnings: 1
slew_violations: 0
r2r_setup_slack_ps: 37990
slew_headroom_pct: 29.09
gp_congestion: 0.8674
post-cts-setup-buffers: 0
cts_buffers: 162
rsz0062_at_grt: "no"
cts_tree: "done"
cp.required_ps: 32640
syn_inst: 3854
finalSetupViolCount: 0
fp_util_pct: 40.46
post-route-min-period_ps: 21220
cts_root_buf: "clkbuf_16"
ff_type: "edfxtp_1"
grt_pass1_wl_um: 272300
cp_max_fo: 59
peakVddDrop_uv: 43.76
drc: 0
clock.fmax_mhz: 47.13
top_area_share_pct: 74.88
first_pass_iters: 5
clock-sinks: 1672
cts-hold-fix-buffers: 0
overflow: 0
dp_slack_ps: 19560
final_util_pct: 45.93
placed_area_mm2: 0.07114
die_area_mm2: 0.1693
ys_cells: 3854
timing.hold.ws_ps: 1012
grt_use_met1_pct: 30.25
port_buffers: 84
fin_area_mm2: 0.07612
outcome: "complete, no violations"
final_cell_mix: "edfxtp_1 (1,672), mux2i_1 (265), a21oi_1 (194)"
[kinds of logic after synthesis]
group	after synthesis	synth area share [%]
AND-OR/OR-AND	836	9.052
buffers and inverters	303	2.652
flip-flops	1672	74.88
multiplexers	416	8.037
AND/OR/NAND/NOR	627	5.378
[power breakdown]
group          switching (mW)  total (mW)  internal [mW]
registers             0.00265        1.95           1.95
logic                   0.190       0.266         0.0754
clock network           0.634        1.43          0.799
[critical path, stage by stage]
cell	delay, ps
buf_8	310
buf_4	480
buf_4	570
buf_4	500
nor2b_4	60
buf_4	260
buf_4	350
a32o_1	330
o31a_1	280
nor4_1	830
buf_4	270
a21oi_1	80
clkdlybuf4s50_1	440
[cell usage after synthesis (70+ instances only)]
cell type	number
a21oi_1	194
a221oi_1	81
a22oi_1	81
buf_2	120
clkbuf_1	76
edfxtp_1	1672
mux2i_1	265
mux4_2	90
nand2_1	138
nand2b_1	70
nand3_1	73
nand3b_1	92
nor2_1	97
o22ai_1	89
[final cells by class]
type	count	area (um2)	area share, %
clock buffers	201	4264	5.602
clock inverters	86	708.2	0.9304
inverters	5	25.02	0.03288
repair buffers	263	2207	2.900
diodes	2	5.005	0.006575
multi-input cells	1879	15960	20.97
well taps	2189	2739	3.598
flip-flops and latches	1672	50210	65.96
[sequential cells by signal, summed over array words and instances, names as in the netlist]
name / count
posX: 836
posY: 836
[worst max-delay path by stage]
| stage | startpoint | to | slack (ps) | cells after the start |
|---|---|---|---|---|
| CTS | i[0] | pos_y_out[14] | 19560 | 13 |
| global route | i[0] | pos_y_out[14] | 19360 | 13 |
| finish | i[0] | pos_y_out[14] | 19580 | 13 |
[metal layers]
metal | up-vias | wire, um | part of all wire [%]
li1 | 16000 | - | -
met1 | 18540 | 63890 | 34
met2 | 2410 | 87680 | 46
met3 | 366 | 29790 | 16
met4 | 6 | 8734 | 4.6
met5 | - | 140 | 0.074
