## design/flow/design.v

```verilog
module ComputeIncidentEdge(
    input clk,
    input start,
    input signed [10-1:0] referenceNorm_x,
    input signed [10-1:0] referenceNorm_y,
    input signed [10-1:0] norm0_x, input signed [10-1:0] norm0_y,
    input signed [10-1:0] norm1_x, input signed [10-1:0] norm1_y,
    input signed [10-1:0] norm2_x, input signed [10-1:0] norm2_y,
    input signed [10-1:0] norm3_x, input signed [10-1:0] norm3_y,
    output signed [10-1:0] incidentNorm_x,
    output signed [10-1:0] incidentNorm_y,
    output reg [2-1:0] incidentIndex,
    output done_out
);
wire signed [10-1:0] local_normX[0:4-1], local_normY[0:4-1];
wire signed [20-1:0] temp;
reg signed [20-1:0] smallestProduct, next_smallestProduct;
reg [3-1:0] cnt;
reg [2-1:0]next_incidentindex;
assign local_normX[0] = norm0_x;
assign local_normX[1] = norm1_x;
assign local_normX[2] = norm2_x;
assign local_normX[3] = norm3_x;
assign local_normY[0] = norm0_y;
assign local_normY[1] = norm1_y;
assign local_normY[2] = norm2_y;
assign local_normY[3] = norm3_y;
assign temp = { {10{local_normX[cnt][9]}}, local_normX[cnt]} * { {10{referenceNorm_x[9]}},referenceNorm_x} + 
              { {10{local_normY[cnt][9]}}, local_normY[cnt]} * { {10{referenceNorm_y[9]}},referenceNorm_y};
assign incidentNorm_x = local_normX[incidentIndex];
assign incidentNorm_y = local_normY[incidentIndex];
assign done_out = (cnt == 3'd3) ? 1'b1 : 1'b0;
always @(posedge clk) begin
  if (start) begin
    cnt <= 3'b0;
    smallestProduct <= 20'b0;
    incidentIndex <= 2'b0;
  end else begin
    smallestProduct <= next_smallestProduct;
    incidentIndex <= next_incidentindex;
    if (cnt < 3'd3) begin
      cnt <= cnt + 3'd1;
    end
  end
end
always @(*) begin
    next_smallestProduct = smallestProduct;
    next_incidentindex = incidentIndex;
    if (temp < smallestProduct) begin
        next_smallestProduct = temp;
        next_incidentindex = cnt;
    end
end
endmodule
```

## design/flow/config.mk

```make
export PLATFORM = sky130hd
export DESIGN_NAME = ComputeIncidentEdge
export DESIGN_NICKNAME = ComputeIncidentEdge
export VERILOG_FILES = /design/flow/design.v
export SDC_FILE = /design/flow/constraint.sdc
export NUM_CORES = 4
export LEC_CHECK = 1
export CORE_UTILIZATION = 40
```

## design/flow/run.sh

```bash
#!/bin/bash
# OpenROAD 26Q1-2900-gdf79404cd8, Yosys 0.63+post, stock flow scripts
make -C /OpenROAD-flow-scripts/flow DESIGN_CONFIG=/design/flow/config.mk WORK_HOME=/design/flow/orfs finish
```

## design/flow/constraint.sdc

```tcl
current_design ComputeIncidentEdge

set clk_period 12.4
set clk_io_pct 0.2

create_clock -name clk0 -period $clk_period [get_ports {clk}]

set non_clock_inputs [all_inputs -no_clocks]
set_input_delay [expr $clk_period * $clk_io_pct] -clock clk0 $non_clock_inputs
set_output_delay [expr $clk_period * $clk_io_pct] -clock clk0 [all_outputs]
```

==> changes_impl.md <==
## Implementation

- Status: finished, final reports clean
- WP data arrival: between 10000 and 15000 ps
- Drt first-iter violations: between 300 and 400
- Cells after Synth: approximately 1100
- Kind of critical path: in2reg
- R2r setup slk: about 3300 ps
- Slowest-stage cell, CP: fa_1
- Endpoints failing setup: 0
- RSZ-0062 raised after global routing: no
- Global-route wire length before repair: between 40000 and 50000 microns
- Cell type with the largest total area: fa_1
- Finished Cell Area: ~12000 sq um
- Final Hold Fails: 0
- Layout cell share with drive strength beyond 1: ~5%
- Ports: approximately 130
- Htree depth: 1
- Max incr delay on CP: 540 ps
- Cell count in the Yosys report: around 1100
- Vias in the first global route: ~8200
- Antenna Nets Post-Route: 0
- Clock latency (worst-skew pair): about 260 ps
- Worst Setup EP: smallestProduct[8]
- Unique masters post-synth: between 50 and 60
- FP Rows: approximately 58
- Residual DRC: 0
- Worst r2r src: cnt[0]
- Synth Warn #: 1
- Die Height: roughly 160 microns
- Final min period: 10780 ps
- Worst-path fanout max: 10
- Post-cts hold buffer count: 0
- Via density per instance: 4.86
- CTS root buf: clkbuf_16
- Slew margin rel.: between 60% and 70%
- Post-place setup slack: about 1300 ps
- Max Cap Violations: 0
- Clock buffer depth: 2
- Hold Path Stages: 2
- Peak Freq: around 93 MHz
- Area post-placement: ~12000 sq um
- Largest net degree at the start of global routing: 26
- Worst Setup SP: norm2_y[9]
- Final Max Tran Viols: 0
- Synth-to-Final Area Change: 17.4%
- Fill cells: between 2000 and 2500
- DP Wirelength: ~22000 microns
- TritonCTS Buffers: 3
- Reg area: 500 sq um
- Worst-case reg-to-reg path depth: 33
- Gpl congestion: approximately 0.89
- Logic area: between 8000 and 9000 sq um
- Number of port buffers: ~120
- Synth flops: 25
- FF-to-FF End: smallestProduct[8]
- Area of the mapped netlist: ~10000 sq um
- Routed WL: 24500 microns
- Chip width: between 150 and 200 microns
- Ys async rst share: 0%
- Tightest Pin Transition: about 550 ps
- Dominant Register Cell: dfxtp_1
- Chip area: about 27000 sq um
- Syn Area/Cell: approximately 9.6 sq um
- Worst Skew: 2.52 ps
- Synthesis area per yosys: roughly 10000 sq um
- Post-CTS setup buffer count: 0
- Core Area: 25400 sq um
- CTS tree: yes
- Clk sinks: 25
- Tool Warnings: 29
- EDFF count, synth: 0
- First-pass detailed-route iteration total: 6
- Hold Path Class: reg2reg
- Routed wire length per instance: 15.8 microns
- Initial antenna violation count: 0
- Area leader share: between 40% and 50%
- Crit share post-route: roughly 87%
- Worst setup margin: around 1600 ps
- Final setup TNS: 0 ps
- Setup crit end kind: flop
- Worst-path clk slew: 60 ps
- Antenna diode count: 0
- Worst setup SP type: primary input
- Vias: roughly 7500
- Cell mode on critical path: fa_1
- Register area share after synthesis: ~4.8%
- Fp_density: 41.2%
- Largest cells by area: fa_1 (42%), ha_1 (12%), inv_1 (9.9%)
- Total grt overflow: 0
- Worst endpoint required time: roughly 13000 ps
- All-Layer GR Usage: a little over a fifth
- PostCTS Resize Cnt: 0
==> flip-flops by register name (all words and copies together), names as in the netlist <==
signal / flops
smallestProduct: 20
cnt: 3
incidentIndex: 2
==> cell usage in the layout, fill, tap and decap left out, types with 2 or more instances in the layout <==
cell type and n:
nor3_1 3, and2_1 109, a21oi_1 21, mux4_2 20, nand2_1 81, a21o_1 12, xor2_1 6, clkbuf_16 3
a21oi_2 3, nand2b_1 14, nor2b_1 12, clkdlybuf4s50_1 124, o21a_1 5, o21ai_0 6, buf_4 29, a222oi_1 20
inv_1 276, mux2i_1 43, xnor2_1 26, nor2_1 26, nand3_1 6, nand4_1 2, fa_1 219, ha_1 97
dfxtp_1 25, a211oi_1 2, o21bai_1 3
==> through the flow <==
step / util, % / std cells / hold WS (ps)
after floorplan: - / 1087 / 460
after global placement: 48.0 / 1542 / 475
after detailed placement: 48.0 / 1542 / 482
after CTS: 48.3 / 1546 / 501
after global routing: 48.3 / 1546 / 516
final: 48.3 / 1546 / 493
==> final cells by class <==
cell class,count,area share [%]
multi-input cells,758,71.6
repair buffers,153,11.9
inverters,276,8.44
flip-flops and latches,25,4.08
well taps,330,3.36
clock buffers,4,0.642
==> synthesized netlist by cell type (2+ instances only) <==
cell and count:
a211oi_1 2, a21o_1 12, a21oi_1 21, a21oi_2 3, a222oi_1 20, and2_1 109
buf_1 12, buf_8 2, clkbuf_1 12, dfxtp_1 25, fa_1 219, ha_1 97
inv_1 276, mux2i_1 43, mux4_2 20, nand2_1 81, nand2b_1 14, nand3_1 6
nand4_1 2, nor2_1 26, nor2b_1 12, nor3_1 3, o21a_1 5, o21ai_0 6
o21bai_1 3, xnor2_1 26, xor2_1 6
==> how the worst min path moves through the flow <==
| stage | from | end | slack (ps) |
|---|---|---|---|
| global route | smallestProduct[3] | smallestProduct[3] | 520 |
| CTS | smallestProduct[4] | smallestProduct[4] | 500 |
| finish | smallestProduct[19] | smallestProduct[19] | 490 |
==> metal layers <==
layer	GRT usage (%)	share of wire (%)	vias to the layer above
met3	8.11	9.2	12
met1	33.3	46	3666
li1	-	-	3615
met2	31.1	44	216
met5	0	0	-
met4	1.43	0.85	0
==> logic make-up (layout without fill, tap and decap cells) <==
family          count (synthesis)  count (layout)  share of synthesized area [%]
fa+ha+maj                     316             316                           53.5
buf+inv                       304             433                           11.2
mux                            63              63                           8.42
compound gates                 87              87                           6.40
flops                          25              25                           4.78
simple gates                  260             260                           13.0
xor+xnor                       32              32                           2.68
==> worst max-delay path, delay by kind of cell <==
family	cells	cell delay [ps]
adders and majority gates	9	4000
and+or+nand+nor	7	1380
AOI/OAI and AO/OA	6	1390
buffers and inverters	7	1340
muxes	2	330
