## ./design.v

```verilog
module ApplyImpulse(
	input clk, input rst,
	input signed [31-1:0] cPos_x, input signed [31-1:0] cPos_y,  
	input signed [22-1:0] cNorm_x, input signed [22-1:0] cNorm_y,  
    input signed [31-1:0] b1Pos_x, input signed [31-1:0] b1Pos_y,  
    input signed [31-1:0] b2Pos_x, input signed [31-1:0] b2Pos_y,  
    input signed [22-1:0] b1Inv_mass, input signed [22-1:0] b2Inv_mass,  
    input signed [22-1:0] b1Inv_I, input signed [22-1:0] b2Inv_I,  
    input signed [30-1:0] b1Vel_x, input signed [30-1:0] b1Vel_y,  
    input signed [30-1:0] b2Vel_x, input signed [30-1:0] b2Vel_y,  
    input signed [22-1:0] b1AngVel, input signed [22-1:0] b2AngVel,  
    input signed [35-1:0] cPn  , input signed [35-1:0] cPt,  
    input signed [29-1:0] cMassNorm,  
    input signed [29-1:0] cMassTang,  
    input signed [31-1:0] cBias,  
    output signed [35-1:0] cPn_aft  , output signed [35-1:0] cPt_aft,  
    output signed [30-1:0] b1Vel_x_aft , output signed [30-1:0] b1Vel_y_aft,  
    output signed [30-1:0] b2Vel_x_aft , output signed [30-1:0] b2Vel_y_aft,  
    output signed [22-1:0] b1AngVel_aft , output signed [22-1:0] b2AngVel_aft,  
    output reg done_out 
	);
	parameter S0 = 4'd0;
	parameter S1 = 4'd1;
	parameter S2 = 4'd2;
	parameter S3 = 4'd3;
	parameter S4 = 4'd4;
	parameter S5 = 4'd5;
	parameter S6 = 4'd6;
	parameter S7 = 4'd7;
	parameter S8 = 4'd8;
	parameter S9 = 4'd9;
	parameter S10 = 4'd10;
	parameter S11 = 4'd11;
	parameter S12 = 4'd12;
	parameter S13 = 4'd13;
	parameter S14 = 4'd14;
	parameter S15 = 4'd15;
	reg [4-1:0] state, next_state;
	reg signed [30-1:0] b1Vel_x_sv, b1Vel_y_sv, b1Vel_x_sv_next, b1Vel_y_sv_next;
	reg signed [30-1:0] b2Vel_x_sv, b2Vel_y_sv, b2Vel_x_sv_next, b2Vel_y_sv_next;
	reg signed [22-1:0] b1AngVel_sv, b2AngVel_sv, b1AngVel_sv_next, b2AngVel_sv_next;
	wire signed [22-1:0] tangent_x, tangent_y; 
	wire signed [31-1:0] r1_x, r1_y, r2_x, r2_y;
	reg signed [35-1:0] a1, b1, c1, d1, a2, b2, c2, d2;
	wire signed [60-1:0] e1, e2, temp1, temp2, temp3, temp4;
	reg signed [60-1:0] unuse, unuse_next;
	reg signed [60-1:0] unuse2, unuse2_next;
	reg signed [30-1:0] dvx, next_dvx;
	reg signed [30-1:0] dvy, next_dvy;
	reg signed [35-1:0] vn, next_vn;
	reg signed [35-1:0] dpn, next_dpn; 
	reg signed [35-1:0] cPn_sv, cPn_sv_next;
	reg signed [35-1:0] cPt_sv, cPt_sv_next;
	reg signed [35-1:0] Pn_x, Pn_x_next;
	reg signed [35-1:0] Pn_y, Pn_y_next;
	reg signed [35-1:0] Pt_x, Pt_x_next;
	reg signed [35-1:0] Pt_y, Pt_y_next;
	reg signed [35-1:0] cross1, cross2, cross1_next, cross2_next;
	reg signed [35-1:0] vt, next_vt;
	reg signed [35-1:0] dpt, next_dpt;
	wire signed [35-1:0] low, max, clp_out;
    wire signed [35-1:0] zero;
    assign zero = 35'd0;
	mult_gen_35x35 m1(.A(a1), .B(b1), .P(temp1));
	mult_gen_35x35 m2(.A(c1), .B(d1), .P(temp2));
	mult_gen_35x35 m3(.A(a2), .B(b2), .P(temp3));
	mult_gen_35x35 m4(.A(c2), .B(d2), .P(temp4));
	clamp cp1(.in(cPt_sv + dpt), .low(low), .max(max), .out(clp_out));
    assign e1 = temp1 + temp2;
    assign e2 = temp3 + temp4;
    assign r1_x = cPos_x - b1Pos_x;
    assign r1_y = cPos_y - b1Pos_y;
    assign r2_x = cPos_x - b2Pos_x;
    assign r2_y = cPos_y - b2Pos_y;
    assign tangent_x = cNorm_y;
    assign tangent_y = -cNorm_x;
    assign low = -(cPn_sv >>> 2);
    assign max = (cPn_sv >>> 2);
    assign cPn_aft = cPn_sv;  
    assign cPt_aft =  cPt_sv;  
    assign b1Vel_x_aft = b1Vel_x_sv;  
    assign b1Vel_y_aft = b1Vel_y_sv;  
    assign b2Vel_x_aft = b2Vel_x_sv;  
    assign b2Vel_y_aft = b2Vel_y_sv;  
    assign b1AngVel_aft = b1AngVel_sv;  
    assign b2AngVel_aft = b2AngVel_sv;  
    always @(posedge clk or posedge rst) begin
    	if (rst) begin
    		state <= S0;
    		done_out <= 1'b0;
    		b1Vel_x_sv <= b1Vel_x;
    		b1Vel_y_sv <= b1Vel_y;
    		b2Vel_x_sv <= b2Vel_x;
    		b2Vel_y_sv <= b2Vel_y;
    		b1AngVel_sv <= b1AngVel;
    		b2AngVel_sv <= b2AngVel;
    		unuse <= 60'd0;
    		unuse2 <= 60'd0;
    		dvx <= 30'd0;
    		dvy <= 30'd0;
    		vn <= 35'd0;
    		dpn <= 35'd0;
    		cPn_sv <= cPn;
    		cPt_sv <= cPt;
    		Pn_x <= 35'd0;
    		Pn_y <= 35'd0;
    		Pt_x <= 35'd0;
    		Pt_y <= 35'd0;
    		cross1 <= 35'd0;
    		cross2 <= 35'd0;
    		vt <= 35'd0;
    		dpt <= 35'd0;
    	end
    	else begin
    		state <= next_state;
    		done_out <= 1'b0;
    		if (state == S15) begin
    			done_out <= 1'b1;
    		end
    		b1Vel_x_sv <= b1Vel_x_sv_next;
    		b1Vel_y_sv <= b1Vel_y_sv_next;
    		b2Vel_x_sv <= b2Vel_x_sv_next;
    		b2Vel_y_sv <= b2Vel_y_sv_next;
    		b1AngVel_sv <= b1AngVel_sv_next;
    		b2AngVel_sv <= b2AngVel_sv_next;
    		unuse <= unuse_next;
    		unuse2 <= unuse2_next;
    		dvx <= next_dvx;
    		dvy <= next_dvy;
    		vn <= next_vn;
    		vt <= next_vt;
    		dpn <= next_dpn;
    		dpt <= next_dpt;
    		cPn_sv <= cPn_sv_next;
    		cPt_sv <= cPt_sv_next;
    		Pn_x <= Pn_x_next;
    		Pn_y <= Pn_y_next;
    		Pt_x <= Pt_x_next;
    		Pt_y <= Pt_y_next;
    		cross1 <= cross1_next;
    		cross2 <= cross2_next;
    	end
    end
    always @(*) begin
    	a1 = 35'd0;
	  	b1 = 35'd0;
	  	c1 = 35'd0;
	  	d1 = 35'd0;
	  	a2 = 35'd0;
	  	b2 = 35'd0;
	  	c2 = 35'd0;
	  	d2 = 35'd0;
	  	unuse_next = e1;
	  	unuse2_next = e2;
	  	next_dvx = dvx;
	  	next_dvy = dvy;
	  	next_vn = vn;
	  	next_vt = vt;
	  	next_dpn = dpn;
	  	next_dpt = dpt;
	  	cPn_sv_next = cPn_sv;
	  	cPt_sv_next = cPt_sv;
	  	Pn_x_next = Pn_x;
	  	Pn_y_next = Pn_y;
	  	Pt_x_next = Pt_x;
	  	Pt_y_next = Pt_y;
	  	cross1_next = cross1;
	  	cross2_next = cross2;
	  	b1Vel_x_sv_next = b1Vel_x_sv;
	  	b1Vel_y_sv_next = b1Vel_y_sv;
	  	b2Vel_x_sv_next = b2Vel_x_sv;
	  	b2Vel_y_sv_next = b2Vel_y_sv;
	  	b1AngVel_sv_next = b1AngVel_sv;
	  	b2AngVel_sv_next = b2AngVel_sv;
    	case(state) 
    		S0: begin
    				next_state = S1;
    				a1 = -{{13{b1AngVel_sv[21]}}, b1AngVel_sv}; 
    				b1 = {{4{r1_y[30]}}, r1_y};
    				c1 = {{13{b1AngVel_sv[21]}}, b1AngVel_sv}; 
    				d1 = {{4{r1_x[30]}}, r1_x};
    				a2 = -{{13{b2AngVel_sv[21]}}, b2AngVel_sv}; 
    				b2 = {{4{r2_y[30]}}, r2_y};
    				c2 = {{13{b2AngVel_sv[21]}}, b2AngVel_sv}; 
    				d2 = {{4{r2_x[30]}}, r2_x};
    				next_dvx = b2Vel_x_sv + temp3[49:20] - b1Vel_x_sv - temp1[49:20];
    				next_dvy = b2Vel_y_sv + temp4[49:20] - b1Vel_y_sv - temp2[49:20];
    			end
    		S1: begin
    				next_state = S2;
                    a1 = {{5{dvx[29]}}, dvx};
    				b1 = {{13{cNorm_x[21]}}, cNorm_x};
    				c1 = {{5{dvy[29]}}, dvy};
    				d1 = {{13{cNorm_y[21]}}, cNorm_y};
    				next_vn = e1[54:20];
    			end
    		S2: begin
    				next_state = S3;
    				a1 = {{6{cMassNorm[28]}}, cMassNorm};
    				b1 = -vn;
    				c1 = {{6{cMassNorm[28]}}, cMassNorm};
    				d1 = { {4{cBias[30]}}, cBias};
    				next_dpn = e1[54:20];
    			end
    		S3: begin
    				next_state = S4;
    				next_dpn = (dpn > zero) ? dpn: 35'd0;
    			end
    		S4: begin
    				next_state = S5;
    				a1 = {{13{cNorm_x[21]}}, cNorm_x};
    				b1 = dpn;
    				c1 = {{13{cNorm_y[21]}}, cNorm_y};
    				d1 = dpn;
    				Pn_x_next = temp1[54:20];
    				Pn_y_next = temp2[54:20];
    			end
    		S5: begin
    				next_state = S6;
    				a1 = {{4{r1_x[30]}}, r1_x};
    				b1 = Pn_y;
    				c1 = -{{4{r1_y[30]}}, r1_y};
    				d1 = Pn_x;
    				a2 = {{4{r2_x[30]}}, r2_x};
    				b2 = Pn_y;
    				c2 = -{{4{r2_y[30]}}, r2_y};
    				d2 = Pn_x;
    				cross1_next = e1[54:20];
    				cross2_next = e2[54:20];
    			end
    		S6: begin
    				next_state = S7;
    				a1 = Pn_x;
    				b1 = {{13{b1Inv_mass[21]}}, b1Inv_mass};
    				c1 = Pn_y;
    				d1 = {{13{b1Inv_mass[21]}}, b1Inv_mass};
    				a2 = Pn_x;
    				b2 = {{13{b2Inv_mass[21]}}, b2Inv_mass};
    				c2 = Pn_y;
    				d2 = {{13{b2Inv_mass[21]}}, b2Inv_mass};
    				b1Vel_x_sv_next = b1Vel_x_sv - temp1[49:20];
    				b1Vel_y_sv_next = b1Vel_y_sv - temp2[49:20];
    				b2Vel_x_sv_next = b2Vel_x_sv + temp3[49:20];
    				b2Vel_y_sv_next = b2Vel_y_sv + temp4[49:20];
    			end
    		S7: begin
    				next_state = S8;
    				a1 = cross1;
    				b1 = {{13{b1Inv_I[21]}}, b1Inv_I};
    				c1 = cross2;
    				d1 = {{13{b2Inv_I[21]}}, b2Inv_I};
    				b1AngVel_sv_next = b1AngVel_sv - temp1[41:20];
    				b2AngVel_sv_next = b2AngVel_sv + temp2[41:20];
    			end
    		S8: begin
    				next_state = S9;
    				a1 = -{{13{b1AngVel_sv[21]}}, b1AngVel_sv}; 
                    b1 = {{4{r1_y[30]}}, r1_y};
                    c1 = {{13{b1AngVel_sv[21]}}, b1AngVel_sv}; 
                    d1 = {{4{r1_x[30]}}, r1_x};
                    a2 = -{{13{b2AngVel_sv[21]}}, b2AngVel_sv}; 
                    b2 = {{4{r2_y[30]}}, r2_y};
                    c2 = {{13{b2AngVel_sv[21]}}, b2AngVel_sv}; 
                    d2 = {{4{r2_x[30]}}, r2_x};
                    next_dvx = b2Vel_x_sv + temp3[49:20] - b1Vel_x_sv - temp1[49:20];
                    next_dvy = b2Vel_y_sv + temp4[49:20] - b1Vel_y_sv - temp2[49:20];
    			end
    		S9: begin
    				next_state = S10;
    				a1 = {{5{dvx[29]}}, dvx};
    				b1 = {{13{tangent_x[21]}}, tangent_x};
    				c1 = {{5{dvy[29]}}, dvy};
    				d1 = {{13{tangent_y[21]}}, tangent_y};
    				next_vt = e1[54:20];
    			end
    		S10: begin
    				next_state = S11;
    				a1 = {{6{cMassTang[28]}}, cMassTang};
    				b1 = -vt;
    				next_dpt = temp1[54:20];
    			end
    		S11: begin
    				next_state = S12;
    				next_dpt = clp_out;
    			end
    		S12: begin
    				next_state = S13;
    				a1 = {{13{tangent_x[21]}}, tangent_x};
    				b1 = dpt;
    				c1 = {{13{tangent_y[21]}}, tangent_y};
    				d1 = dpt;
    				Pt_x_next = temp1[54:20];
    				Pt_y_next = temp2[54:20];
    			end
    		S13: begin
    				next_state = S14;
    				a1 = {{4{r1_x[30]}}, r1_x};
    				b1 = Pt_y;
    				c1 = -{{4{r1_y[30]}}, r1_y};
    				d1 = Pt_x;
    				a2 = {{4{r2_x[30]}}, r2_x};
    				b2 = Pt_y;
    				c2 = -{{4{r2_y[30]}}, r2_y};
    				d2 = Pt_x;
    				cross1_next = e1[54:20];
    				cross2_next = e2[54:20];
    			end
    		S14: begin
    				next_state = S15;
    				a1 = Pt_x;
    				b1 = {{13{b1Inv_mass[21]}}, b1Inv_mass};
    				c1 = Pt_y;
    				d1 = {{13{b1Inv_mass[21]}}, b1Inv_mass};
    				a2 = Pt_x;
    				b2 = {{13{b2Inv_mass[21]}}, b2Inv_mass};
    				c2 = Pt_y;
    				d2 = {{13{b2Inv_mass[21]}}, b2Inv_mass};
    				b1Vel_x_sv_next = b1Vel_x_sv - temp1[49:20];
    				b1Vel_y_sv_next = b1Vel_y_sv - temp2[49:20];
    				b2Vel_x_sv_next = b2Vel_x_sv + temp3[49:20];
    				b2Vel_y_sv_next = b2Vel_y_sv + temp4[49:20];
    			end
    		S15: begin
    				next_state = S15;
    				a1 = cross1;
    				b1 = {{13{b1Inv_I[21]}}, b1Inv_I};
    				c1 = cross2;
    				d1 = {{13{b2Inv_I[21]}}, b2Inv_I};
    				if (!done_out) begin
    				  b1AngVel_sv_next = b1AngVel_sv - temp1[41:20];
    				  b2AngVel_sv_next = b2AngVel_sv + temp2[41:20];
    				end
    			end
    	endcase
    end
endmodule
module clamp(in, low, max, out);
	input signed [35-1:0] in, low, max;
	output reg signed [35-1:0] out;
	always @(*) begin
		if (in <= low) begin
			out = low;
		end else if (in >= max) begin
			out = max;
		end else begin
			out = in;
		end
	end
endmodule
```

## ./run.sh

```bash
#!/bin/bash
# OpenROAD 26Q1-2900-gdf79404cd8, Yosys 0.63+post, stock flow scripts
make -C /OpenROAD-flow-scripts/flow DESIGN_CONFIG=/design/flow/config.mk WORK_HOME=/design/flow/orfs finish
```

## ./config.mk

```make
export PLATFORM = sky130hd
export DESIGN_NAME = clamp
export DESIGN_NICKNAME = clamp
export VERILOG_FILES = /design/flow/design.v
export SDC_FILE = /design/flow/constraint.sdc
export NUM_CORES = 4
export LEC_CHECK = 1
export CORE_UTILIZATION = 30
```

## ./constraint.sdc

```tcl
current_design clamp

set clk_period 22.2
set clk_io_pct 0.2

create_clock -name clk0 -period $clk_period

set non_clock_inputs [all_inputs -no_clocks]
set_input_delay [expr $clk_period * $clk_io_pct] -clock clk0 $non_clock_inputs
set_output_delay [expr $clk_period * $clk_io_pct] -clock clk0 [all_outputs]
```

==> run notes <==
run results: DRT Pass-1 Iters=4, Switching Share=42.1%, most used routing layer=met2, ANT nets after route=0, Cell area leaders=ha_1 (29%), a21oi_1 (9.5%), inv_1 (9.2%), a21bo_2 (8.2%), a31oi_1 (4.9%), met2 usage=31.2%, Rel. slew slack=54.4%, fp_density=31.1%, register share after synthesis=0%, Final Non-Filler Cells=676, endpoints failing setup=0, Max Fanout on Critical Path=48, gr ovfl total=0, Peak VDD IR=0.0000103 V, via count=3489, wire per inst=14.4 um, HP Class=input port to primary output, Via-to-Cell Ratio=5.16, Critical Path End Type=primary output, worst endpoint required time=17.76 ns, clock power share=0%, pre-CTS setup slack=9.33 ns, post-CTS setup repair buffer count=0, max cap viols=0, CTS Hold Bufs=0, diode count=0, final worst path period share=57.6%, placed insts=676, layout cells sized above 1=10.1%, Commonest cells post-synth=inv_1 (75), ha_1 (70), a21oi_1 (58), overall fraction of global-route tracks in use=18.3%, Lkg Pwr=0.00210 uW, Area growth, synth to finish=47.1%, Comb pwr share=100.0%, initial antenna violation count=0, Initial DRC Count=104, Critical Path Start=max[17], DRC viols=0, Worst Setup EP=out[18], Cells after Synth=423, Post-Syn Area=0.00306 sq mm, largest net degree at the start of global routing=55, number of global-route vias before repair=3341, status=finished clean, CP Launch Type=input port, top-count cell post-synth=inv_1, fin worst setup slack=9.41 ns, Total Wirelength=9.74 mm, Synth top area share=28.7%, Cell Type Count=42, register area=0 sq um, ys cells=423, power share of the sequential group=0%, internal power=70.4 uW, Die H=103 um, Worst Path Arrival=8.35 ns, grt met1 use=26.6%, met3 usage=1.10%, DIE AREA=0.0106 sq mm, final-layout fill cell count=998, IO Port Bufs=140, Fmax achieved=78.2 MHz, Die X=103 um, fin. max-slew vios=0, worst slew pin tran=0.683 ns, Core ar.=0.00982 sq mm, crit path time final=12.79 ns, RSZ-0062 raised after global routing=no, flip-flops=0, post_cts resized=0, # clk buffers=0, Yosys top cell by area=ha_1, Tot Pwr=122 uW, global-route wire length before repair=15.5 mm, Chip Area, Yosys=0.00306 sq mm, synth warn=1, Rows=36, pwr/cell area=27.1 mW/mm^2, Fin Setup TNS=0 ns, syn_area_per_cell=7.22 sq um, tool warnings=32, net switching power=51.2 uW, num ports=140, final hold vios=0, Worst Setup Path Type=input port to primary output, global placement routability congestion=0.889, post-DP HPWL=8.02 mm
[kinds of logic after synthesis]
logic type,Yosys count,synth area share [%]
AND/OR/NAND/NOR,89,17.1
buffers and inverters,100,14.9
AND-OR/OR-AND,164,39.3
adder cells (fa/ha/maj),70,28.7
[layout make-up]
cell class / instances / area [sq um] / area share (%)
multi-input combinational: 323 / 2610 / 58.0
inverter: 75 / 282 / 6.26
tap: 133 / 166 / 3.70
timing repair buffer: 145 / 1440 / 32.0
[power by group through the flow]
stage         combinational [uW]  sequential (uW)  clock [uW]
CTS                          123                0           0
global route                 136                0           0
finish                       122                0           0
[per-stage QoR]
stage / area (sq um) / util (%) / hold slack [ns]
final: 4490 / 45.8 / 9.85
after global routing: 4490 / 45.8 / 9.89
after CTS: 4490 / 45.8 / 9.86
after detailed placement: 4490 / 45.8 / 9.85
after global placement: 4490 / 45.8 / 9.86
after floorplan: 3060 / - / 8.97
[routing by layer]
metal / wire length (um) / vias up
li1: - / 1805
met3: 595 / 4
met2: 4410 / 111
met5: 0 / -
met4: 56 / 0
met1: 4680 / 1569
[layout by cell type, fill, tap and decap left out, types with 7 or more instances in the layout]
| cell type | synthesis | routed |
|---|---|---|
| a21bo_1 | 8 | 8 |
| a21bo_2 | 25 | 25 |
| a21o_1 | 7 | 7 |
| a21oi_1 | 58 | 58 |
| a31oi_1 | 24 | 24 |
| a31oi_2 | 11 | 11 |
| clkdlybuf4s50_1 | 0 | 140 |
| ha_1 | 70 | 70 |
| inv_1 | 75 | 75 |
| nand2_1 | 12 | 12 |
| nand3_1 | 28 | 28 |
| nand3_2 | 10 | 10 |
| nand4_1 | 15 | 15 |
| o21ai_0 | 8 | 8 |
[worst max-delay path, stage by stage]
cell             delay [ns]
clkdlybuf4s50_1        0.48
inv_1                  0.05
ha_1                   0.30
nand4_1                0.16
nor4_1                 0.58
o21ai_1                0.22
a31oi_2                0.29
a2111o_2               0.45
buf_4                  0.51
nand3_1                0.13
a31oi_1                0.24
clkdlybuf4s50_1        0.50
[worst min path at each step]
stage / startpoint / endpoint / slack, ns / cells after the start
final: max[3] / out[3] / 9.85 / 4
after global routing: max[3] / out[3] / 9.89 / 4
after CTS: max[3] / out[3] / 9.86 / 4
No activity file was given, so power comes from the tool's default toggle rates.
